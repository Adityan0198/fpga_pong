[flow/run.sh]
#!/bin/bash
# OpenROAD 26Q1-2900-gdf79404cd8, Yosys 0.63+post, stock flow scripts
make -C /OpenROAD-flow-scripts/flow DESIGN_CONFIG=/design/flow/config.mk WORK_HOME=/design/flow/orfs finish
[flow/config.mk]
export PLATFORM = sky130hd
export DESIGN_NAME = top
export DESIGN_NICKNAME = top
export VERILOG_FILES = /design/flow/design.v
export SDC_FILE = /design/flow/constraint.sdc
export NUM_CORES = 4
export LEC_CHECK = 1
export CORE_UTILIZATION = 50
[flow/constraint.sdc]
current_design top

set clk_period 4.7
set clk_io_pct 0.2

create_clock -name clk0 -period $clk_period [get_ports {clk}]

set non_clock_inputs [all_inputs -no_clocks]
set_input_delay [expr $clk_period * $clk_io_pct] -clock clk0 $non_clock_inputs
set_output_delay [expr $clk_period * $clk_io_pct] -clock clk0 [all_outputs]
[flow/design.v]
module top #(
    parameter STARTUP_WAIT = 32'd10000000,
    parameter DT = 17'b10000000000000000
) (
    input clk,
    input btn1,
    input btn2,
    output o_sclk,
    output o_sdin,
    output o_cs,
    output o_dc,
    output o_reset
);
localparam STATE_INIT_POWER = 0;
localparam STATE_LOAD_DATA = 1;
localparam STATE_SEND = 2;
reg [31:0] spi_counter = 0;
reg [1:0] state = 0;
reg dc = 1;
reg sclk = 1;
reg sdin = 0;
reg reset = 1;
reg cs = 0;
assign o_cs = cs;
assign o_dc = dc;
assign o_sclk = sclk;
assign o_reset = reset;
assign o_sdin = sdin;
reg [7:0] dataToSend;
reg [2:0] bitNumber;  
reg [9:0] pixelCounter = 0;
localparam SETUP_INSTRUCTIONS = 23;
  reg [(SETUP_INSTRUCTIONS*8)-1:0] startupCommands = {
    8'hAE,   
    8'h81,   
    8'h7F,  
    8'hA6,   
    8'h20,   
    8'h00,  
    8'hC8,   
    8'h40,   
    8'hA1,   
    8'hA8,   
    8'h3f,   
    8'hD3,   
    8'h00,   
    8'hD5,   
    8'h80,   
    8'hD9,   
    8'h22,   
    8'hDB,   
    8'h20,   
    8'h8D,   
    8'h14,   
    8'hA4,   
    8'hAF    
  };
  reg [7:0] commandIndex = SETUP_INSTRUCTIONS * 8;
always @(posedge clk) begin
    case (state)
        STATE_INIT_POWER: begin
            spi_counter <= spi_counter + 1;
            if (spi_counter < STARTUP_WAIT)
                reset <= 1;
            else if (spi_counter < STARTUP_WAIT * 2)
                reset <= 0;
            else if (spi_counter < STARTUP_WAIT * 3)
                reset <= 1;
            else begin
                state <= STATE_LOAD_DATA;
                spi_counter <= 0;
            end
        end
        STATE_LOAD_DATA: begin
            cs <= 0;
            state <= STATE_SEND;
            bitNumber <= 3'b111;
            if (commandIndex == 0) begin
                dc <= 1;
                pixelCounter <= pixelCounter + 1;
                if (pixelCounter == (yPos[11:9]<<7) + {3'b0, xPos[12:6]})
                    dataToSend <= (8'b1 << yPos[8:6]) | (paddlePixel<< 7);
                else
                    dataToSend <= (paddlePixel << 7);
            end else begin
                dc <= 0;
                dataToSend <= startupCommands[(commandIndex-1)-:8'd8];
                commandIndex <= commandIndex - 8'd8;
            end
        end
        STATE_SEND: begin
            if (spi_counter == 0) begin 
                sdin <= dataToSend[bitNumber];
                sclk <= 0;
                spi_counter <= 1;
            end else begin 
                sclk <= 1;
                spi_counter <= 0;
                if (bitNumber == 0)
                    state <= STATE_LOAD_DATA;
                else
                    bitNumber <= bitNumber - 1;
            end
        end
    endcase
end
reg [12:0] xPos = 13'b1000000000000;
reg [11:0] yPos = 12'b100000000000;  
reg [4:0] xVel = 5'b00101;
reg [4:0] yVel = 5'b00010;
reg xSign = 1;
reg ySign = 0;
localparam PADDLE_LENGTH = 16;
reg [6:0] paddlePos = 7'd64;
wire paddlePixel = (pixelCounter - (128*7 + paddlePos) < PADDLE_LENGTH);
reg [20:0] sim_counter = 0;
reg [2:0] btn1_counter = 0;
reg [2:0] btn2_counter = 0;
localparam BTN_SENSTIVITY = 3'b11;  
always @(posedge clk) begin
    sim_counter <= sim_counter + 1;
    if (sim_counter == DT) begin
        sim_counter <= 0;
        if (xSign)
            xPos <= xPos + xVel;
        else
            xPos <= xPos - xVel;
        if (ySign)
            yPos <= yPos + yVel;
        else
            yPos <= yPos - yVel;
        if (xPos[12:6] == 7'b1111111)
            xSign <= 0;
        else if (xPos[12:6] == 7'b0)
            xSign <= 1;
        if (yPos[11:6] == 6'b0)
            ySign <= 1;
        else if (yPos[11:6] == 6'b111111)  
            if (xPos[12:6] - paddlePos < PADDLE_LENGTH) begin
                ySign <= 0;
            end else begin  
                xVel <= 0;
                yVel <= 0; 
            end
        btn1_counter <= btn1_counter + ~btn1;
        btn2_counter <= btn2_counter + ~btn2;
        if (~btn1 && (btn1_counter == BTN_SENSTIVITY) && (paddlePos > 0)) begin
            paddlePos <= paddlePos - 1;
        end
        if (~btn2 && (btn2_counter == BTN_SENSTIVITY) && (paddlePos < 127 - PADDLE_LENGTH)) begin
            paddlePos <= paddlePos + 1;
        end
    end
end
endmodule
==> impl_metrics.ini <==
; yosys + openroad results
[setup_path]
arrival_ns = 3.49
worstSetupStartpoint = commandIndex[3]
crit_path_start_kind = flip-flop
path_cells = inv_1, ha_1, clkinv_1, nand2_1, nor2_1, a31o_2, o21ai_0, a2bb2oi_1, o221ai_1
r2r_cells = 9
cp_max_fo = 28
cp_slowest_cell = edfxtp_1
critPathMaxStageDelay_ns = 0.88
reg2reg_slack_ns = 1.33
crit_required_ns = 4.82
critPathCaptureType = flip-flop
crit_end = dataToSend[7]
worstReg2RegEnd = dataToSend[7]
crit_type = flip-flop to flip-flop
reg2reg_from = commandIndex[3]

[sta]
final_hold_viol_count = 0
final_max_slew_viol_count = 0
relSlewSlack = 0.323
worst_slew_pin_slew_ns = 1.01
fin_skew_ns = 0.00547
finalSetupTns_ns = 0
rsz0062_at_grt = false
finalCritPeriodShare = 0.717
period_needed_ns = 3.37
setup_viol = 0
fmaxAchievable_mhz = 297

[synth]
avgSynthCellArea_um2 = 10.2
ys.flops = 125
ys_sh_xor = 0.106
simple_gate_share = 0.187
synth_cell_types = 73
ys_warn_count = 1
ys_chip_area_um2 = 7920
ys.flop_type = edfxtp_1
synthCells = 779
synth_stat.cells = 779
syn_area_um2 = 7920
ys_sh_mux = 0.00963
logic_family = simple AND/OR/NAND/NOR gates
synth.cellmix.compoundShare = 0.112
async_flop_share = 0
adder_share = 0.102
edf_count = 104
ys_seq_frac = 0.447

[flow_run]
maxCapViolCount = 0
warnings = 30

[clock_tree]
h-tree-depth = 4
clkLatencyLatePin_ns = 0.42
cts.sinks = 125
hold_buffers = 0
post-cts-setup-buffers = 0
clock-root-buffer = clkbuf_16
cts-buffers-inserted = 17
cts_tree = done
cts.path.max_buffers = 2
cts.clk_slew.worst_paths_ns = 0.06
cts.repair.resized = 0

[pwr]
vdd_drop_max_mv = 0.277
seq_power_share = 0.429
swShare = 0.344
internal_power_mw = 2.63
powerDensity_nw_per_um2 = 456
p_leak_nw = 3.29
p_sw_mw = 1.38
power_frac_comb = 0.261
p_clk_frac = 0.310

[routing]
finalWirelength_mm = 14.1
remaining_drc_errors = 0
vias = 5620
first_pass_iters = 5
drt_iter0_markers = 335
wire_per_inst_um = 13.8
viasPerCell = 5.52
n_antenna_cell = 0
postRouteAntennaNets = 0

[outcome]
run_status = finished clean

[die]
die_w_um = 128
fp_util = 0.517
die_y_um = 128
die_area_um2 = 16400
num_rows = 45
core_area_um2 = 15300
ios = 8

[finish]
area_growth_pct = 10.9
drive_above_1_share = 0.0718
layout_top_cell = edfxtp_1
fin_util = 0.574
final_cell_mix = edfxtp_1, nor2_1, xnor2_1

[min_path]
holdCritStartpoint = sim_counter[0]
hp-class = flip-flop to flip-flop

[placed_design]
port_buffers = 6
place_congestion = 0.878
dpl.hpwl_mm = 9.95

[global_routing]
overflow = 0
grt_util_all_layers = 0.197
antenna_found_initial = 0
grt_pass1_wl_mm = 24.9
grt_pass1_vias = 5336
grt_max_degree = 37
-- stage by stage --
stage                     setup WS [ns]  power, mW  area, µm²  cells  hold WS, ns
after floorplan                    1.25       2.54       7950    787        0.430
after CTS                          1.41       4.05       8790   1019        0.475
after global placement             1.41       2.77       8220    987        0.446
final                              1.33       4.01       8790   1019        0.472
after detailed placement           1.28       2.78       8220    987        0.462
after global routing               1.07       4.27       8790   1019        0.506
-- cells by family after synthesis --
family                   Yosys count
multiplexers                       5
adder cells (fa/ha/maj)           63
AND/OR/NAND/NOR                  289
XOR/XNOR                          94
other                              1
flip-flops                       125
buffers and inverters             71
AND-OR/OR-AND                    131
-- state kept, by name (all words and copies together) (netlist names), 2 cells and up --
name          count
btn1_counter      3
btn2_counter      3
pixelCounter     10
state             2
xPos             13
paddlePos         7
dataToSend        8
bitNumber         3
yPos             11
spi_counter      32
commandIndex      5
sim_counter      21
-- area by class of cell --
cell class	count	area, µm²
sequential	125	3540
clock inverter	15	140
clock buffer	17	425
fill	1259	6530
multi-input combinational	591	4140
timing repair buffer	10	90.1
tap	211	264
inverter	50	188
-- critical path: cells and delay by family, from the launching register on --
kind,cells,cell delay (ns)
compound gates,4,0.71
fa+ha+maj,1,0.69
flops,1,0.88
simple gates,2,0.22
buf+inv,2,0.57
-- cells in the mapped netlist, types with 3 or more instances --
| cell type | number | share of area |
|---|---|---|
| nand2_1 | 57 | 0.027 |
| a31o_2 | 3 | 0.0033 |
| a31oi_1 | 4 | 0.0032 |
| inv_1 | 48 | 0.023 |
| nor2_1 | 78 | 0.037 |
| and3_1 | 14 | 0.011 |
| nand3_1 | 33 | 0.021 |
| nor2b_1 | 7 | 0.0055 |
| o21a_1 | 4 | 0.0038 |
| clkbuf_1 | 13 | 0.0062 |
| and4_1 | 4 | 0.0044 |
| a21o_1 | 6 | 0.0057 |
| o31ai_1 | 4 | 0.0038 |
| a41oi_1 | 3 | 0.0033 |
| edfxtp_1 | 104 | 0.39 |
| xor2_1 | 31 | 0.034 |
| ha_1 | 60 | 0.095 |
| nand3b_1 | 3 | 0.0028 |
| a21boi_0 | 4 | 0.0038 |
| nor3_1 | 24 | 0.015 |
| o211ai_1 | 5 | 0.0047 |
| nor4b_1 | 3 | 0.0033 |
| o21ai_0 | 26 | 0.016 |
| dfxtp_1 | 21 | 0.053 |
| nand2b_1 | 13 | 0.010 |
| buf_2 | 7 | 0.0044 |
| o211a_1 | 3 | 0.0038 |
| nand4_1 | 18 | 0.014 |
| fa_1 | 3 | 0.0076 |
| a2111oi_0 | 5 | 0.0055 |
| or4_1 | 3 | 0.0028 |
| or3_1 | 7 | 0.0055 |
| a211oi_1 | 4 | 0.0038 |
| nor4_1 | 12 | 0.0095 |
| a21oi_1 | 37 | 0.023 |
| xnor2_1 | 61 | 0.067 |
-- worst min path at each step --
stage         slack, ns  depth (start not counted)             end
finish             0.47                          1  sim_counter[0]
global route       0.51                          1  sim_counter[0]
CTS                0.48                          1  sim_counter[0]
-- power by group through the flow --
stage	sequential [mW]	combinational [mW]	clock, mW
finish	1.72	1.05	1.24
global route	1.75	1.19	1.32
CTS	1.72	1.05	1.28
-- routing by layer --
| layer | vias up | track usage | wire length [µm] |
|---|---|---|---|
| li1 | 2885 | - | - |
| met2 | 107 | 0.288 | 6070 |
| met1 | 2608 | 0.332 | 7120 |
| met5 | - | 0 | 0 |
| met4 | 0 | 0.0311 | 274 |
| met3 | 20 | 0.0391 | 607 |
No activity file was given, so power comes from the tool's default toggle rates.
